`./design.v`:
```
module receptor
  #(parameter DATA_LENGHT = 8,   
    parameter DELAY_TIME = 1)    
   (input wire                   RxD,
    input wire                   rdrf_clr, clk, reset,
    input wire [1:0]             parity,
    output reg [DATA_LENGHT-1:0] rx_data,
    output reg                   rdrf, FE);
   reg [1:0]                     currentState, nextState;
   localparam START = 0, READ = 1, CHECK = 2, DELAY = 3;  
   reg [DATA_LENGHT+1:0]         rx_data_tmp;       
   reg                           done;              
   reg [14:0]                    clk_div, clk_out;  
   reg [3:0]                     cnt;               
   reg                           checked;           
   reg [4:0]                     ones;              
   reg                           parity_error;      
   always @(posedge clk, posedge reset)
     if (reset)       currentState <= START;
     else             currentState <= nextState;
   always @(posedge rdrf_clr)
     rdrf <= 0;
   always @(posedge clk)                      
     case (currentState)
       START:
         if (RxD)     nextState = START;
         else         nextState = DELAY;
       DELAY:
         if (clk_out) nextState = READ;
         else         nextState = DELAY;
       READ:
         if (done)    nextState = CHECK;
         else         nextState = DELAY;
       CHECK:
         if (checked) nextState = START;
         else         nextState = CHECK;
     endcase  
   always @(currentState)                      
     case (currentState)
       START:
         begin
            {rx_data, rdrf, FE, ones} = 0;     
            {cnt, done, checked} = 0;          
            {clk_out, clk_div} = 0;            
            parity_error = 0;
         end
       DELAY:
         begin
            clk_div = clk_div + 1;             
            if (clk_div >= DELAY_TIME - 1)
              clk_out = 1;
         end
       READ:
         begin
            {clk_out, clk_div} = 0;            
            rx_data_tmp[cnt] = RxD;            
            cnt = cnt + 1;
            if (cnt > DATA_LENGHT + 1)
              begin
                 done = 1;
                 rdrf = 1;
                 cnt = 0;
                 rx_data = rx_data_tmp[7:0];  
                 if (~rx_data_tmp[9])         
                   FE = 1;
              end
         end
       CHECK:
         begin
            ones = ones + rx_data[cnt];
            cnt = cnt + 1;
            if (cnt > DATA_LENGHT)
              begin
                 checked = 1;
                 if (parity == 2'b00 || parity == 2'b11)  
                   parity_error = 0;
                 else if (parity == 2'b01)                
                   parity_error = rx_data_tmp[DATA_LENGHT] == (ones % 2);
                 else                                     
                   parity_error = rx_data_tmp[DATA_LENGHT] == ~(ones % 2);
              end
         end
     endcase  
endmodule  
```
`./constraint.sdc`:
```
current_design receptor

set clk_period 1.1
set clk_io_pct 0.2

create_clock -name clk0 -period $clk_period [get_ports {clk}]
create_clock -name clk1 -period $clk_period [get_ports {rdrf_clr}]

set non_clock_inputs [all_inputs -no_clocks]
set_input_delay [expr $clk_period * $clk_io_pct] -clock clk0 $non_clock_inputs
set_output_delay [expr $clk_period * $clk_io_pct] -clock clk0 [all_outputs]
```
`./config.mk`:
```
export PLATFORM = sky130hd
export DESIGN_NAME = receptor
export DESIGN_NICKNAME = receptor
export VERILOG_FILES = /design/flow/design.v
export SDC_FILE = /design/flow/constraint.sdc
export NUM_CORES = 4
export LEC_CHECK = 1
export CORE_AREA = 10 10 81 81
export DIE_AREA = 0 0 91 91
```
`./run.sh`:
```
#!/bin/bash
# OpenROAD 26Q1-2900-gdf79404cd8, Yosys 0.63+post, stock flow scripts
make -C /OpenROAD-flow-scripts/flow DESIGN_CONFIG=/design/flow/config.mk WORK_HOME=/design/flow/orfs finish
```
==> results.sh <==
# flow metrics
export IMPL_outcome="finished with violations"
export IMPL_violations="setup timing"
export IMPL_first_pass_iters=4
export IMPL_path_buffers=1
export IMPL_hold_worst_slack_ps=152
export IMPL_routed_via_count=800
export IMPL_hpwl_um=1440
export IMPL_yosys_register_bits=28
export IMPL_finalMaxSlewViolations=0
export IMPL_pin_count_of_the_biggest_net_entering_global_routing=23
export IMPL_vias_per_cell=3.76
export IMPL_worst_slack_ps=-69.1
export IMPL_drt_total_wl_um=1840
export IMPL_critPathKind="register to register"
export IMPL_antenna_cells_inserted=0
export IMPL_worst_setup_path_end_kind="register"
export IMPL_layout_drive_gt1_share_pct=23.3
export IMPL_unclocked_pins=24
export IMPL_detailedPlace_worstSlack_ps=-81.8
export IMPL_fp_util_pct=22.4
export IMPL_fillCellCount=530
export IMPL_detail_route_iter0_violations=25
export IMPL_clkSlewWorstSetupHoldPaths_ps=30
export IMPL_fp_dieH_um=91
export IMPL_route_antenna_remaining_nets=0
export IMPL_hold_path_class="input pin to asynchronous set/reset pin"
export IMPL_area_overhead_vs_synth_pct=33.0
export IMPL_tritoncts_clock_tree="done"
export IMPL_synth_cell_type_count=28
export IMPL_cts_hold_buf=0
export IMPL_synth_stat_cells=127
export IMPL_clockRootBuffer="sky130_fd_sc_hd__clkbuf_8"
export IMPL_number_of_drc_violations_after_detailed_routing=0
export IMPL_fin_skew_ps=1.37
export IMPL_setup_worst_path_start_class="register"
export IMPL_report_final_setup_viol=2
export IMPL_die_width_um=91
export IMPL_crit_path_max_incr_delay_ps=420
export IMPL_crit_arrival_ps=1260
export IMPL_cts_made_buffers=3
export IMPL_crit_family="flip-flops"
export IMPL_maxCapViolations=0
export IMPL_yosysWarningCount=36
export IMPL_yosys_stat_area_um2=1080
export IMPL_cellPowerDensity_nw_per_um2=2260
export IMPL_grt_remaining_overflow=0
export IMPL_cts_htree_levels=1
export IMPL_warnings=40
export IMPL_rsz0062_at_grt="true"
export IMPL_synthesized_instance_count=127
export IMPL_total_leakage_power_uw=0.000642
export IMPL_syn_avg_cell_area_um2=8.50
export IMPL_syn_area_um2=1080
export IMPL_critical_path_cell_by_cell="inv_2 > ha_4 > a2111oi_4 > a21oi_1"
export IMPL_chipArea_um2=8280
export IMPL_report_final_hold_viol_count=0
export IMPL_floorplan_core_area_um2=4820
export IMPL_cts_buffer_depth=2
export IMPL_worst_endpoint_required_ps=1190
export IMPL_critPathSlowestCell="sky130_fd_sc_hd__dfrtp_1"
export IMPL_io_buffer_count=11
export IMPL_path_max_fanout=3
export IMPL_vias_in_the_first_global_route=783
export IMPL_unconstrained_endpoints=33
export IMPL_boundaryPins=16
export IMPL_grt_util_all_layers_pct=4.59
export IMPL_row_count=25
export IMPL_place_congestion=0.788
export IMPL_max_vdd_ir_drop_mv=1.49
export IMPL_grt_pass1_wl_um=3420
export IMPL_antenna_found_initial=0
export IMPL_route_detailed_wl_per_inst_um=8.62
logic make-up after synthesis:
logic type               after synthesis  share of synthesized area, %
adder cells (fa/ha/maj)               10                          11.6
AND/OR/NAND/NOR                       55                          24.2
buffers and inverters                 12                          4.52
XOR/XNOR                               2                          1.62
AND-OR/OR-AND                         10                          6.26
multiplexers                           9                          9.73
flip-flops                             4                          8.34
other                                  1                         0.347
latches                               24                          33.4
layer usage:
| layer | GRT usage, % | up-vias | wire length [µm] |
|---|---|---|---|
| met5 | 0 | - | 0 |
| met4 | 0.653 | 0 | 15 |
| met3 | 0.913 | 2 | 78 |
| met2 | 6.68 | 12 | 709 |
| met1 | 6.98 | 347 | 1030 |
| li1 | - | 439 | - |
where the power goes:
group / switching, µW / internal, µW / total, µW
Clock: 72.4 / 233 / 305
Combinational: 900 / 959 / 1860
Sequential: 145 / 936 / 1080
cell type report:
cell class | instances | area (µm²) | area share (%)
repair buffers | 20 | 178 | 12.4
inverters | 8 | 30.0 | 2.09
multi-input cells | 87 | 652 | 45.4
clock buffers | 3 | 41.3 | 2.87
flip-flops and latches | 28 | 452 | 31.4
well taps | 67 | 83.8 | 5.84
through the flow:
step / instance area, µm² / std cells / utilization, % / setup TNS [ps] / total power, µW
floorplan: 1120 / 127 / - / -62.8 / 2160
global placement: 1370 / 210 / 28.4 / -122 / 2810
detailed placement: 1370 / 210 / 28.4 / -131 / 2820
CTS: 1420 / 213 / 29.5 / -148 / 3230
global route: 1440 / 213 / 29.8 / -222 / 3590
finish: 1440 / 213 / 29.8 / -113 / 3250
worst paths after layout:
path | startpoint | endpoint | slack [ps] | depth (start not counted)
max | currentState[1]$_DFF_PP0_ | nextState[1]$_DFF_P_ | -70 | 4
min in group clk0 | nextState[0]$_DFF_P_ | currentState[0]$_DFF_PP0_ | 320 | 0
max in group asynchronous | reset | currentState[0]$_DFF_PP0_ | 830 | 2
min | reset | currentState[1]$_DFF_PP0_ | 150 | 2
min reg2reg | nextState[0]$_DFF_P_ | currentState[0]$_DFF_PP0_ | 320 | 0
max reg2reg | currentState[1]$_DFF_PP0_ | nextState[1]$_DFF_P_ | -70 | 4
cell usage in the layout (no fill, tap or decap), types with 2 or more instances in the layout:
cell type                          n
sky130_fd_sc_hd__inv_1             6
sky130_fd_sc_hd__nor3b_1           2
sky130_fd_sc_hd__ha_1              6
sky130_fd_sc_hd__nor2_1            5
sky130_fd_sc_hd__ha_2              2
sky130_fd_sc_hd__buf_4             9
sky130_fd_sc_hd__xor2_1            2
sky130_fd_sc_hd__ha_4              2
sky130_fd_sc_hd__clkbuf_8          3
sky130_fd_sc_hd__o21ai_0           3
sky130_fd_sc_hd__dlxtn_1          24
sky130_fd_sc_hd__clkdlybuf4s50_1  11
sky130_fd_sc_hd__dfxtp_1           2
sky130_fd_sc_hd__inv_2             2
sky130_fd_sc_hd__mux2_2            8
sky130_fd_sc_hd__nand2_1          30
sky130_fd_sc_hd__nor2b_1           2
sky130_fd_sc_hd__and2_1            9
repair_timing:
item / CTS / global route
setup endpoints to repair: 2 / 2
setup buffers: 0 / 0
resized: 1 / 4
flip-flops by register name (all words and copies together) (netlist names):
| name | cells |
|---|---|
| rx_data_tmp | 9 |
| rx_data | 8 |
| cnt | 4 |
| currentState | 2 |
| nextState | 2 |
| FE | 1 |
| checked | 1 |
| clk_out | 1 |
synth_stat cells (all sizes together):
cell type,n,area share [%]
and3b,1,0.93
nand3,1,0.46
ha,10,12
nor2b,3,1.7
nor2,5,1.7
a2111oi,1,0.81
dlxtn,24,33
a211o,1,0.81
dfrtp,2,4.6
inv,8,2.8
and2,9,5.2
or3,1,0.58
conb,1,0.35
mux2,9,9.7
o21ai,3,1.4
a31oi,1,0.58
xor2,2,1.6
nor3,2,0.93
and2b,1,0.81
a21oi,2,0.93
clkbuf,3,1.0
a21boi,1,0.70
o41a,1,1.0
buf,1,0.70
nand2,30,10
nor3b,2,1.4
dfxtp,2,3.7
Power and IR drop assume default switching activity.
